==> design/flow/design.v <==
module customer_counter #(
    parameter WIDTH = 4
) 
(   
  input logic                  clk,               
  input logic                  rst,             
  output logic [WIDTH-1:0]     out
);   
  always_ff @ (posedge clk, posedge rst) begin
    if (rst)
      out <= 0;
    else
      out <= out + 1;
  end
endmodule
==> design/flow/run.sh <==
#!/bin/bash
# OpenROAD 26Q1-2900-gdf79404cd8, Yosys 0.63+post, stock flow scripts
make -C /OpenROAD-flow-scripts/flow DESIGN_CONFIG=/design/flow/config.mk WORK_HOME=/design/flow/orfs finish
==> design/flow/config.mk <==
export PLATFORM = sky130hd
export DESIGN_NAME = customer_counter
export DESIGN_NICKNAME = customer_counter
export VERILOG_FILES = /design/flow/design.v
export SDC_FILE = /design/flow/constraint.sdc
export NUM_CORES = 4
export LEC_CHECK = 1
export CORE_AREA = 10 10 70 70
export DIE_AREA = 0 0 80 80
==> design/flow/constraint.sdc <==
current_design customer_counter

set clk_period 1.5
set clk_io_pct 0.2

create_clock -name clk0 -period $clk_period [get_ports {clk}]

set non_clock_inputs [all_inputs -no_clocks]
set_input_delay [expr $clk_period * $clk_io_pct] -clock clk0 $non_clock_inputs
set_output_delay [expr $clk_period * $clk_io_pct] -clock clk0 [all_outputs]
==> metrics.yaml <==
setup_path:
  worst_path_max_delay_cell: "clkdlybuf4s50_1"
  cp.required_ns: 1.20
  cp_max_fo: 4
  worstSetupPathType: "reg2out"
  critPathLaunchType: "flop"
  slowest_delay_ns: 0.49
  crit_chain: "clkdlybuf4s50_1"
  cp.arrival_ns: 1.10
  path_buffers: 1
  cp-end-kind: "primary output"
  crit_family: "buffers and inverters"
pwr:
  p_int_uw: 200
  comb_power_share_pct: 1.9
  power.density_nw_per_um2: 869
  p_switching_uw: 43.3
  power_uw: 244
  p_clk_share_pct: 53.5
  vdd_ir_drop_max_uv: 449
  cellLeakagePower_nw: 0.122
  swShare_pct: 17.8
  p_seq_share_pct: 44.6
global_route:
  track_usage_pct: 1.41
  grt_pass1_vias: 127
  grt_pass1_wl_microns: 662
  grt_max_degree: 5
  antenna_found_initial: 0
  grt_overflow: 0
clock_tree:
  clk_latency_ns: 0.23
  htreeDepth: 1
  clk_pin_slew_ns: 0.04
  root_buffer: "clkbuf_4"
  cts_tree: "built"
  postCtsResizedCells: 0
  clock_path_buffers: 2
  cts.sinks: 4
  cts_buffers: 3
logic_synthesis:
  ys_seq_share_pct: 70.2
  syn_area_sq_um: 143
  topCellsByArea: "dfrtp_1 70%, ha_1 8.8%, xnor2_1 6.1%, xor2_1 6.1%, inv_1 5.3%"
  yosysWarnings: 1
  ys_cells: 10
  ys_seq_elements: 4
  avgSynthCellArea_sq_um: 14.3
  synthArstFlopShare_pct: 100
  enable_flop_cells: 0
  top_area_cell: "dfrtp_1"
  synth_top_area_share_pct: 70.2
  synth.most_common_cell: "dfrtp_1"
  syn_inst: 10
  ys.flop_type: "dfrtp_1"
  synth.distinct_cells: 6
  top_cells_by_count: "4 x dfrtp_1, 2 x inv_1"
  ys_chip_area_sq_um: 143
final_timing:
  layout_setup_ws_ns: 0.0981
  clock.fmax_mhz: 713
  setup_viol: 0
  timing.slew.headroom_pct: 90.1
  fin_crit_sh_pct: 93.5
  worst_pin_slew_ns: 0.149
  hold_slack_ns: 0.253
  hold_violations: 0
  skew_ns: 0.00447
  setup_tns_ns: 0
  fin_crit_ns: 1.40
  report.final.slew_viol_count: 0
  rsz0062_at_grt: "no"
floorplanning:
  dieArea_sq_um: 6400
  fp.dieW_microns: 80
  core_area_sq_um: 3420
  die_h_microns: 80
  floorplan.initialDensity_pct: 4.18
  rows: 21
  pin_count: 6
route:
  ant_nets: 0
  viasPerCell: 1.52
  wl_per_cell_microns: 6.09
  drc_errors: 0
  drt_iter0_drc: 0
  vias: 99
  first_pass_iters: 1
  drt-total-wl_microns: 396
  num_antenna_cells: 0
final_layout:
  drive_gt1_share_pct: 21.1
  top_regs: "out x4"
  regMostFlops: "out"
  largest_reg_flops: 4
  syn2layout_area_growth_pct: 96.5
worst_hold_path:
  hold_path.class: "in2async"
job:
  warning_count: 25
  max_cap_violations: 0
placed_design:
  numPortBuffers: 5
  gp_congestion: 0.644
  place_worst_setup_slack_ns: 0.295
outcome:
  status: "finished clean"
==> per-layer routing <==
layer / vias up / global-route usage (%) / share of wire (%)
met5: - / 0 / 0
li1: 49 / - / -
met4: 0 / 0.352 / 0
met1: 42 / 2.07 / 62
met3: 0 / 1.59 / 16
met2: 8 / 1.12 / 22
==> cell usage in the layout (no fill, tap or decap) <==
master | netlist | layout
xor2_1 | 1 | 1
inv_1 | 2 | 2
dfrtp_1 | 4 | 4
xnor2_1 | 1 | 1
nand3_1 | 1 | 1
buf_4 | 0 | 1
clkdlybuf4s50_1 | 0 | 5
clkbuf_4 | 0 | 3
ha_1 | 1 | 1
==> power groups by stage <==
stage | registers (mW) | logic, mW | clock network (mW)
CTS | 0.109 | 0.00483 | 0.136
global route | 0.108 | 0.00532 | 0.149
finish | 0.109 | 0.00466 | 0.130
==> final timing paths <==
kind / slack [ns] / endpoint / from / depth (start not counted)
worst max-delay path: 0.1 / out[0] / out[0] / 1
worst min-delay path: 0.25 / out[3] / rst / 2
worst max register to register: 0.63 / out[2] / out[0] / 2
worst min register to register: 0.48 / out[0] / out[0] / 1
max in group asynchronous: 1.10 / out[0] / rst / 2
min in group clk0: 0.48 / out[0] / out[0] / 1
==> per-stage QoR <==
step | utilization [%] | instance area [sq um] | cells
3_3_place_gp | 7.33 | 250 | 61
6_report | 8.21 | 280 | 65
5_1_grt | 8.21 | 280 | 65
3_5_place_dp | 7.33 | 250 | 61
4_1_cts | 7.99 | 273 | 64
2_1_floorplan | - | 143 | 10
==> kinds of logic after synthesis <==
group / after synthesis / synth area share, %
buffers and inverters: 2 / 5.27
and+or+nand+nor: 1 / 3.51
DFF: 4 / 70.2
xor gates and xnor gates: 2 / 12.3
adders and majority gates: 1 / 8.77
==> timing repair <==
item | in CTS | in global routing
hold buffers | 0 | 0
buffers inserted | 0 | 1
setup endpoints to repair | 0 | 1
==> cell type report <==
cell class,count,area [sq um]
inverters,2,7.51
flip-flops and latches,4,100
multi-input cells,4,35.0
clock buffers,3,22.5
repair buffers,6,57.6
well taps,46,57.6
fillers,409,3140
Power figures rest on the tool's default switching activity, not on a simulated workload.
